==> design/flow/design.v <==
`timescale 1ns/10ps
module tx( 
   data, snt, req,
   sdata, vi, ack, clk, reset
   );
parameter  DATA_WIDTH = 1,
           DATA_MSB = DATA_WIDTH-1, 
           ADR_WIDTH = 8, 
           ADR_MSB = ADR_WIDTH - 1, 
           SEL_WIDTH = 4, 
           SEL_MSB = SEL_WIDTH - 1, 
           TAG_WIDTH = 4, 
           TAG_MSB = TAG_WIDTH - 1,
           DATA = 8'b1010_1111;
   input [DATA_MSB:0]	      sdata;
   output [DATA_MSB:0]	      data;
   output 	       snt, req;
   input 	       vi, ack, clk, reset;
   reg [DATA_MSB:0]	data;
   wire			req;
   reg 		       a2, a1, a2d;
   wire 	       vi, txe;
   txfsmslow txfsm(.txe(txe), .req(req), .vi(vi), .a2(a2), .clk(clk), .reset(reset));
   always @(posedge clk or posedge reset) begin
      if(reset) begin
   	 data <=  {(1+(DATA_MSB)){1'b0}};	 
	 a1 <= 1'b0;
	 a2 <= 1'b0;
	 a2d <= 1'b0;
      end else begin
	 if(txe) begin
   	    data <= sdata;	 
	 end
	 a1 <= ack;
	 a2 <= a1;
	 a2d <= a2;	
      end     
   end  
   assign snt = a2 & (~a2d);  
endmodule  
module rx( 
   rdata, ack, vo,
   data, req, clk, reset
   );
parameter  DATA_WIDTH = 1,
           DATA_MSB = DATA_WIDTH-1, 
           ADR_WIDTH = 8, 
           ADR_MSB = ADR_WIDTH - 1, 
           SEL_WIDTH = 4, 
           SEL_MSB = SEL_WIDTH - 1, 
           TAG_WIDTH = 4, 
           TAG_MSB = TAG_WIDTH - 1,
           DATA = 8'b1010_1111;
   input [DATA_MSB:0]   data;
   output [DATA_MSB:0]  rdata;
   output ack, vo; 
   input  req, clk, reset;   
   reg			ack;
   reg [DATA_MSB:0]	rdata;
   reg			vo;
   reg 		       r1, r2, r2d;
   always @(posedge clk or posedge reset) begin
      if(reset) begin
   	 rdata <= {(1+(DATA_MSB)){1'b0}};
	 r1 <= 1'b0;
	 r2 <= 1'b0;
	 r2d <= 1'b0;
	 ack <= 1'b0;
	 vo <= 1'b0;	 
      end else begin
	 if(rxe) begin
   	    rdata <= data;	
	 end
	 r1 <= req;
	 r2 <= r1;
	 r2d <= r2;	
	 ack <= r2;
	 vo <= rxe;	 
      end
   end  
   assign rxe = r2 & (~r2d);     
endmodule  
module txfsmslow( 
   txe, req,
   vi, clk, a2, reset
   );
parameter  DATA_WIDTH = 8,
           DATA_MSB = DATA_WIDTH-1,
           DATA = 8'b1010_1111;
   output txe, req;
   input  vi, clk, a2, reset;
   parameter  rst = 2'b00;   
   parameter  wdata = 2'b01;   
   parameter  wack = 2'b10;  
   reg			req;
   reg			txe;
   reg [1:0] 		current_state, next_state;   
    always @(posedge clk or posedge reset) begin        
       if(reset) begin
	  current_state <= rst;
       end else begin
	  current_state <= next_state;
       end
    end
   always @(*) begin
      next_state = current_state;
	 case(current_state) 
	   rst: begin
	      txe = 1'b0;
	      req = 1'b0;	      
	      next_state = wdata;	    
	   end
	   wdata: begin
	      req = 1'b0;
	      txe = 1'b1;	      
	      if(vi == 1'b1 && a2 == 1'b0) begin 		      
		 next_state = wack;
	      end else if (vi == 1'b0 || a2 == 1'b1) begin
		  next_state = wdata;
	      end
	   end
	   wack: begin
	      req = 1'b1;
	      txe = 1'b1;
	      if(a2 == 1'b1) begin		    
		 next_state = wdata;   
	      end else if (a2 == 1'b0) begin
		 next_state = wack;		 
	      end	    
	   end
	   default: begin	 
	      req = 1'b0;
	      txe = 1'b0;
	      next_state = wdata;	    
	   end	
	 endcase  
   end  
endmodule  
module bridge_top( 
   rdata_m, rdata_s, snt_m, vo_m, snt_s, vo_s,
   sdata_m, sdata_s, vi_m, vi_s, clk_m, clk_s, rst_m, rst_s
   );
parameter  DATA_WIDTH = 1,
           DATA_MSB = DATA_WIDTH-1, 
           ADR_WIDTH = 8, 
           ADR_MSB = ADR_WIDTH - 1, 
           SEL_WIDTH = 4, 
           SEL_MSB = SEL_WIDTH - 1, 
           TAG_WIDTH = 4, 
           TAG_MSB = TAG_WIDTH - 1,
           DATA = 8'b1010_1111;
   output [DATA_MSB:0] rdata_m, rdata_s;
   output 	       snt_m, vo_m, snt_s, vo_s;
   input [DATA_MSB:0]  sdata_m, sdata_s;
   input 	       vi_m, vi_s;
   input 	       clk_m, clk_s;
   input 	       rst_m, rst_s;
   wire [DATA_MSB:0]	rdata_m;
   wire [DATA_MSB:0]	rdata_s;
   wire			snt_m;
   wire			snt_s;
   wire			vo_m;
   wire			vo_s;
   wire [DATA_MSB:0] 	data1, data2;
   wire 		snt1, req1;
   wire 		snt2, req2;
   tx tx_wbmaster(
		  .data			(data1[DATA_MSB:0]),
		  .snt			(snt_m),
		  .req			(req1),
		  .sdata		(sdata_m[DATA_MSB:0]),
		  .vi			(vi_m),
		  .ack			(ack1),
		  .clk			(clk_m),
		  .reset		(rst_m));
   rx rx_wbmaster(
		  .rdata		(rdata_m[DATA_MSB:0]),
		  .ack			(ack1),
		  .vo			(vo_s),
		  .data			(data1[DATA_MSB:0]),
		  .req			(req1),
		  .clk			(clk_s),
		  .reset		(rst_m));
   tx tx_wbslave(
		 .data			(data2[DATA_MSB:0]),
		 .snt			(snt_s),
		 .req			(req2),
		 .sdata			(sdata_s[DATA_MSB:0]),
		 .vi			(vi_s),
		 .ack			(ack2),
		 .clk			(clk_s),
		 .reset			(rst_s));
   rx rx_wbslave(
		 .rdata			(rdata_s[DATA_MSB:0]),
		 .ack			(ack2),
		 .vo			(vo_m),
		 .data			(data2[DATA_MSB:0]),
		 .req			(req2),
		 .clk			(clk_s),
		 .reset			(rst_s));
endmodule  
==> design/flow/run.sh <==
#!/bin/bash
# OpenROAD 26Q1-2900-gdf79404cd8, Yosys 0.63+post, stock flow scripts
make -C /OpenROAD-flow-scripts/flow DESIGN_CONFIG=/design/flow/config.mk WORK_HOME=/design/flow/orfs finish
==> design/flow/config.mk <==
export PLATFORM = sky130hd
export DESIGN_NAME = bridge_top
export DESIGN_NICKNAME = bridge_top
export VERILOG_FILES = /design/flow/design.v
export SDC_FILE = /design/flow/constraint.sdc
export NUM_CORES = 4
export LEC_CHECK = 1
export CORE_AREA = 10 10 81 81
export DIE_AREA = 0 0 91 91
==> design/flow/constraint.sdc <==
current_design bridge_top

set clk_period 1.5
set clk_io_pct 0.2

create_clock -name clk0 -period $clk_period [get_ports {clk_m}]
create_clock -name clk1 -period $clk_period [get_ports {clk_s}]

set non_clock_inputs [all_inputs -no_clocks]
set_input_delay [expr $clk_period * $clk_io_pct] -clock clk0 $non_clock_inputs
set_output_delay [expr $clk_period * $clk_io_pct] -clock clk0 [all_outputs]
==> job_summary.md <==
## Implementation flow summary

| Metric | Value |
|---|---|
| All-Layer GR Usage | 0.03382 |
| Finished Cell Area | 1104 µm² |
| RePlAce Congestion | 0.7611 |
| DR pass1 iterations | 3 |
| MaxCap Viol Count | 0 |
| Number of global-route vias before repair | 504 |
| Biggest regs | tx_wbmaster.txfsm.current_state (3), tx_wbslave.txfsm.current_state (3) |
| Via count | around 430 |
| Final Hold Fails | 0 |
| Leak Pwr | 0.5012 nW |
| Clk sinks | 24 |
| Area leader, netlist | dfrtp_1 |
| CP Data Required Time | about 1200 ps |
| RSZ-0062 raised after global routing | no |
| Final core utilization | 0.2291 |
| Leading cell types by count after synthesis | dfrtp_1 (22), nor2_1 (5), a21oi_1 (4) |
| Worst-path fanout max | 2 |
| Bufs and invs on worst path | 1 |
| Seq share, synth | 0.7787 |
| Post-DP HPWL | 917.1 µm |
| Min-Delay Path Class | primary input to async pin |
| Asr flop ratio synth | 1.000 |
| Yosys chip area | 774.5 µm² |
| Num rows | 25 |
| Fp util | 0.1608 |
| Fin. max-slew vios | 0 |
| Arrival time of the worst setup path | 1070 ps |
| Distinct lib cells | 14 |
| IO buf count | 12 |
| Average cell area after synthesis | 16.14 µm² |
| Setup ws final | 126.1 ps |
| Clock Skews | 3.521 ps |
| Log Warnings | 26 |
| Total gr overflow | 0 |
| Crit path launch type | register |
| Chip width | 91 µm |
| Clock transition at path regs | ~60 ps |
| Crit-path leading delay family | buffers and inverters |
| Setup TNS | 0 ps |
| IO Pins | 14 |
| Crit path max-delay cell type | clkdlybuf4s50_1 |
| Place WS | 208.6 ps |
| Flip-flops with a built-in enable | 0 |
| Area Growth Syn to Fin | 42.49% |
| VDD IR max | 0.8770 mV |
| Worst stage delay on the critical path | around 480 ps |
| Final setup viols | 0 |
| CORE AREA | around 4800 µm² |
| Post-Synthesis Cells | 48 |
| Top cells by area | dfrtp_1 (71%), dfstp_2 (6.8%), mux2_4 (5.8%) |
| CTS Hold Bufs | 0 |
| Largest net degree at the start of global routing | 13 |
| Registers, synthesis | 24 |
| WL/cell | 9.225 µm |
| ANT cells | 0 |
| Post-route ant nets | 0 |
| Setup CP Type | register to primary output |
| Count leader, synth | dfrtp_1 |
| 1st-iter DRT viols | 6 |
| CTS tree | done |
| Pwr Density | 1907 nW/µm² |
| Worst-path cell chain | clkdlybuf4s50_1 |
| Post-DP Area | 982.2 µm² |
| Status | complete, no violations |
| DRC | 0 |
| Top-area cell share | 0.7108 |
| CP Capture Type | primary output |
| Cells in synth_stat.txt | 48 |
| Fraction of layout cells with a size suffix above 1 | 0.2676 |
| First-pass GRT wire length | 2339 µm |
| Syn. warnings | 6 |
| Post-Syn Area | 774.5 µm² |
| Post-Route WL | 1273 µm |
| Die area | approximately 8300 µm² |
| Initial antenna violation count | 0 |
| Most common reg cell | dfrtp_1 |
| Avg Vias per Cell | 3.109 |
| DIE HEIGHT | 91 µm |
-- per-stage QoR --
stage / hold slack [ps] / power [W] / std cells
finish: 341.8 / 0.002105 / 138
global route: 364.1 / 0.002247 / 138
CTS: 349.5 / 0.002124 / 138
detailed placement: 334.7 / 0.001469 / 128
global placement: 338.6 / 0.001459 / 128
floorplan: 164.0 / 0.001229 / 49
-- cell families (layout without fill, tap and decap cells) --
| logic type | Yosys count | count (layout) | synth area share |
|---|---|---|---|
| AOI/OAI and AO/OA | 5 | 5 | 0.03555 |
| DFF | 24 | 24 | 0.7787 |
| muxes | 4 | 4 | 0.07269 |
| buffers and inverters | 2 | 24 | 0.009697 |
| and+or+nand+nor | 12 | 12 | 0.09855 |
| other | 1 | 2 | 0.004842 |
-- power by group --
group / switching [W] / internal [W]
Combinational: 0.000113 / 0.000322
Sequential: 0.000164 / 0.000910
Clock: 0.000229 / 0.000367
-- layout make-up --
| cell class | instances | area [µm²] |
|---|---|---|
| clock inverter | 1 | 5.005 |
| tap | 67 | 83.83 |
| clock buffer | 7 | 86.33 |
| fill | 521 | 3714 |
| timing repair buffer | 14 | 140.1 |
| multi-input combinational | 23 | 177.7 |
| inverter | 2 | 7.507 |
| sequential | 24 | 603.1 |
-- per-layer routing --
layer / share of wire / global-route usage
met2: 0.38 / 0.04475
met5: 0 / 0
met1: 0.48 / 0.04112
met3: 0.13 / 0.02739
met4: 0.0055 / 0.009138
-- path summary, 6_finish.rpt --
kind                                                   startpoint  slack (ps)  depth (start not counted)                                 end
min in group clk1                                   tx_wbslave.a1         350                          0                       tx_wbslave.a2
worst max register to register  tx_wbslave.txfsm.current_state[1]         490                          2                     tx_wbslave.data
max in group asynchronous                                   rst_m         800                          2  tx_wbmaster.txfsm.current_state[0]
min in group clk0                                  tx_wbmaster.a1         350                          0                      tx_wbmaster.a2
worst min register to register                     tx_wbmaster.a1         350                          0                      tx_wbmaster.a2
worst max-delay path                            rx_wbmaster.rdata         130                          1                          rdata_m[0]
worst min-delay path                                        rst_m         340                          2                      rx_wbmaster.vo
max in group clk1               tx_wbslave.txfsm.current_state[1]         490                          2                     tx_wbslave.data
-- cell usage in the layout, fill, tap and decap left out --
cell             synthesis  layout
nor2_2                   1       1
conb_1                   1       2
clkdlybuf4s50_1          0      10
dfstp_2                  2       2
clkbuf_8                 0       6
buf_4                    0       2
mux2_1                   1       1
nor2b_2                  0       1
nor3_1                   1       1
nand2b_1                 1       1
clkbuf_1                 0       1
a21oi_1                  4       4
inv_1                    2       2
nor2_1                   5       5
dlymetal6s2s_1           0       2
nor2b_4                  2       3
clkinv_2                 0       1
mux2_4                   3       3
a211oi_1                 1       1
dfrtp_1                 22      22
-- what timing repair did --
action | CTS | global route
setup endpoints to repair | 2 | 2
resized | 0 | 5
buffers inserted | 2 | 0
Power is estimated from default activity; no workload was simulated.
