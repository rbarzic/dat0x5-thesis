`design/flow/run.sh`:
```
#!/bin/bash
# OpenROAD 26Q1-2900-gdf79404cd8, Yosys 0.63+post, stock flow scripts
make -C /OpenROAD-flow-scripts/flow DESIGN_CONFIG=/design/flow/config.mk WORK_HOME=/design/flow/orfs finish
```
`design/flow/constraint.sdc`:
```
current_design txrxsync

set clk_period 1.5
set clk_io_pct 0.2

create_clock -name clk0 -period $clk_period [get_ports {clk_rx}]
create_clock -name clk1 -period $clk_period [get_ports {clk_tx}]

set non_clock_inputs [all_inputs -no_clocks]
set_input_delay [expr $clk_period * $clk_io_pct] -clock clk0 $non_clock_inputs
set_output_delay [expr $clk_period * $clk_io_pct] -clock clk0 [all_outputs]
```
`design/flow/design.v`:
```
`timescale 1ns/10ps
module tx( 
   data, snt, req,
   sdata, vi, ack, clk, reset
   );
parameter  DATA_WIDTH = 1,
           DATA_MSB = DATA_WIDTH-1, 
           ADR_WIDTH = 8, 
           ADR_MSB = ADR_WIDTH - 1, 
           SEL_WIDTH = 4, 
           SEL_MSB = SEL_WIDTH - 1, 
           TAG_WIDTH = 4, 
           TAG_MSB = TAG_WIDTH - 1,
           DATA = 8'b1010_1111;
   input [DATA_MSB:0]	      sdata;
   output [DATA_MSB:0]	      data;
   output 	       snt, req;
   input 	       vi, ack, clk, reset;
   reg [DATA_MSB:0]	data;
   wire			req;
   reg 		       a2, a1, a2d;
   wire 	       vi, txe;
   txfsmslow txfsm(.txe(txe), .req(req), .vi(vi), .a2(a2), .clk(clk), .reset(reset));
   always @(posedge clk or posedge reset) begin
      if(reset) begin
   	 data <=  {(1+(DATA_MSB)){1'b0}};	 
	 a1 <= 1'b0;
	 a2 <= 1'b0;
	 a2d <= 1'b0;
      end else begin
	 if(txe) begin
   	    data <= sdata;	 
	 end
	 a1 <= ack;
	 a2 <= a1;
	 a2d <= a2;	
      end     
   end  
   assign snt = a2 & (~a2d);  
endmodule  
module rx( 
   rdata, ack, vo,
   data, req, clk, reset
   );
parameter  DATA_WIDTH = 1,
           DATA_MSB = DATA_WIDTH-1, 
           ADR_WIDTH = 8, 
           ADR_MSB = ADR_WIDTH - 1, 
           SEL_WIDTH = 4, 
           SEL_MSB = SEL_WIDTH - 1, 
           TAG_WIDTH = 4, 
           TAG_MSB = TAG_WIDTH - 1,
           DATA = 8'b1010_1111;
   input [DATA_MSB:0]   data;
   output [DATA_MSB:0]  rdata;
   output ack, vo; 
   input  req, clk, reset;   
   reg			ack;
   reg [DATA_MSB:0]	rdata;
   reg			vo;
   reg 		       r1, r2, r2d;
   always @(posedge clk or posedge reset) begin
      if(reset) begin
   	 rdata <= {(1+(DATA_MSB)){1'b0}};
	 r1 <= 1'b0;
	 r2 <= 1'b0;
	 r2d <= 1'b0;
	 ack <= 1'b0;
	 vo <= 1'b0;	 
      end else begin
	 if(rxe) begin
   	    rdata <= data;	
	 end
	 r1 <= req;
	 r2 <= r1;
	 r2d <= r2;	
	 ack <= r2;
	 vo <= rxe;	 
      end
   end  
   assign rxe = r2 & (~r2d);     
endmodule  
`timescale 1ns/10ps
module txrxsync( 
		vo, snt, rdata,
		vi, clk_tx, clk_rx, reset, sdata
		);
parameter  DATA_WIDTH = 1,
           DATA_MSB = DATA_WIDTH-1, 
           ADR_WIDTH = 8, 
           ADR_MSB = ADR_WIDTH - 1, 
           SEL_WIDTH = 4, 
           SEL_MSB = SEL_WIDTH - 1, 
           TAG_WIDTH = 4, 
           TAG_MSB = TAG_WIDTH - 1,
           DATA = 8'b1010_1111;
   output vo, snt;
   output [DATA_MSB:0] rdata;
   input 	       vi, clk_tx, clk_rx, reset;
   input [DATA_MSB:0]  sdata;
   wire [DATA_MSB:0]   rdata;
   wire [DATA_MSB:0]   data;
   wire 	       req, ack;   
   tx tx_U0( 
	    .snt			(snt),
	    .req			(req),
	    .data			(data[DATA_MSB:0]),
	    .vi				(vi),
	    .ack			(ack),
	    .clk			(clk_tx),
	    .reset			(reset),
	    .sdata			(sdata[DATA_MSB:0]));
   rx rx_U1( 
	    .ack			(ack),
	    .vo				(vo),
	    .rdata			(rdata[DATA_MSB:0]),
	    .req			(req),
	    .clk			(clk_rx),
	    .reset			(reset),
	    .data			(data[DATA_MSB:0]));   
endmodule  
module txfsmslow( 
   txe, req,
   vi, clk, a2, reset
   );
parameter  DATA_WIDTH = 8,
           DATA_MSB = DATA_WIDTH-1,
           DATA = 8'b1010_1111;
   output txe, req;
   input  vi, clk, a2, reset;
   parameter  rst = 2'b00;   
   parameter  wdata = 2'b01;   
   parameter  wack = 2'b10;  
   reg			req;
   reg			txe;
   reg [1:0] 		current_state, next_state;   
    always @(posedge clk or posedge reset) begin        
       if(reset) begin
	  current_state <= rst;
       end else begin
	  current_state <= next_state;
       end
    end
   always @(*) begin
      next_state = current_state;
	 case(current_state) 
	   rst: begin
	      txe = 1'b0;
	      req = 1'b0;	      
	      next_state = wdata;	    
	   end
	   wdata: begin
	      req = 1'b0;
	      txe = 1'b1;	      
	      if(vi == 1'b1 && a2 == 1'b0) begin 		      
		 next_state = wack;
	      end else if (vi == 1'b0 || a2 == 1'b1) begin
		  next_state = wdata;
	      end
	   end
	   wack: begin
	      req = 1'b1;
	      txe = 1'b1;
	      if(a2 == 1'b1) begin		    
		 next_state = wdata;   
	      end else if (a2 == 1'b0) begin
		 next_state = wack;		 
	      end	    
	   end
	   default: begin	 
	      req = 1'b0;
	      txe = 1'b0;
	      next_state = wdata;	    
	   end	
	 endcase  
   end  
endmodule  
```
`design/flow/config.mk`:
```
export PLATFORM = sky130hd
export DESIGN_NAME = txrxsync
export DESIGN_NICKNAME = txrxsync
export VERILOG_FILES = /design/flow/design.v
export SDC_FILE = /design/flow/constraint.sdc
export NUM_CORES = 4
export LEC_CHECK = 1
export CORE_AREA = 10 10 75 75
export DIE_AREA = 0 0 85 85
```
==> job_summary.md <==
### Yosys + OpenROAD results

| Metric | Value |
|---|---|
| Unique cell types | `12` |
| DRC viols | `0` |
| Flops out of synthesis | `12` |
| Initial antenna violation count | `0` |
| Commonest Layout Cell | `dfrtp_1` |
| Leak Pwr | `0.265 nW` |
| Outcome | `finished, final reports clean` |
| Starting DRT DRC Count | `3` |
| Fin Setup TNS | `0 ns` |
| Worst hold slack | `0.344 ns` |
| Slew Viols, Final | `0` |
| Delay-heaviest family, CP | `buffers and inverters` |
| Drt wl/cell | `8.70 um` |
| Cells along the critical path | `clkdlybuf4s50_1` |
| Clock Skews | `0.00375 ns` |
| Post-Layout Inst Area | `607 um2` |
| Largest stage delay on the critical path | `0.47 ns` |
| CTS Sinks | `12` |
| CTS tree | `yes` |
| I/O Buffers | `6` |
| Total core area | `4060 um2` |
| Drt total wl | `783 um` |
| RSZ-0062 raised after global routing | `false` |
| Vias post-DR | `234` |
| First-pass DRT Iterations | `2` |
| WS Path Type | `flip-flop to primary output` |
| GP Congestion | `0.616` |
| Core Rows | `23` |
| Fillers | `448` |
| VDD IR max | `0.000520 V` |
| YS warnings | `4` |
| Init Core Util | `9.47%` |
| Register area share after synthesis | `78.5%` |
| GRT Util Overall | `2.36%` |
| Yosys cell count | `25` |
| First-pass GRT wire length | `1290 um` |
| Clk slew on worst S/H paths | `0.04 ns` |
| Synthesis area per yosys | `384 um2` |
| Leading area contributor after synthesis | `dfrtp_1` |
| Slowest-stage cell, CP | `clkdlybuf4s50_1` |
| Final tally of setup violations | `0` |
| Die area | `7230 um2` |
| Die W | `85 um` |
| Worst Hold Class | `flip-flop to flip-flop` |
| Share of layout cells above drive strength 1 | `25.0%` |
| Largest fanout on the critical path | `2` |
| Largest net degree at the start of global routing | `13` |
| Crit path buffers/inverters | `1` |
| Power density cells | `2090 nW/um2` |
| N_diodes | `0` |
| Dpl hpwl | `515 um` |
| I/O pin count | `8` |
| Crit path capture type | `primary output` |
| Critical Path RT | `1.20 ns` |
| Total global routing overflow | `0` |
| Dpl cell area | `507 um2` |
| Fin. Hold Viols | `0` |
| Synthesis-to-finish area growth | `58.0%` |
| WP data arrival | `1.03 ns` |
| Synthesized area per cell | `15.4 um2` |
| Antenna Nets Post-Route | `0` |
| Most frequent cells in the layout | `dfrtp_1 (11), clkbuf_8 (6), clkdlybuf4s50_1 (5), nor2_1 (3)` |
| Post-Syn Area | `384 um2` |
| Synth top area share | `71.7%` |
| Synth top area cells | `dfrtp_1 (72%), dfstp_2 (6.8%), nor2b_4 (3.6%), mux2_1 (2.9%), mux2_2 (2.9%)` |
| Vias per cell | `2.60` |
| Die Y-Extent | `85 um` |
| Max-cap violations | `0` |
| Cts hold-fix bufs | `0` |
| Mapped Cells | `25` |
| OpenROAD warning count | `26` |
| Startpoint Class | `flip-flop` |
| Vias in the first global route | `271` |
-- state kept, by name, summed over array words and instances, names as in the netlist --
register	cells
rx_U1.r1	1
tx_U0.a2d	1
tx_U0.data	1
rx_U1.r2d	1
tx_U0.txfsm.current_state	3
rx_U1.rdata	1
rx_U1.vo	1
rx_U1.r2	1
tx_U0.a1	1
tx_U0.a2	1
-- power by group --
part           internal (mW)  switching (mW)  total (mW)
clock network          0.366           0.147       0.513
logic                  0.146          0.0591       0.206
registers              0.466          0.0853       0.551
-- routing by layer --
metal | vias up | global-route usage [%] | wire length, um
met5 | - | 0 | 0
met4 | 0 | 0.898 | 25
met3 | 6 | 3.08 | 162
met2 | 13 | 2.18 | 221
met1 | 108 | 2.82 | 373
li1 | 107 | - | -
-- path summary, 6_finish.rpt --
path / startpoint / endpoint / slack (ns) / depth (start not counted)
max in group clk1: tx_U0.txfsm.current_state[1] / tx_U0.data / 0.52 / 2
max in group asynchronous: reset / tx_U0.txfsm.current_state[0] / 0.78 / 2
setup / recovery: rx_U1.rdata / rdata[0] / 0.17 / 1
min in group asynchronous: reset / tx_U0.txfsm.current_state[1] / 0.38 / 2
setup reg to reg: tx_U0.txfsm.current_state[1] / tx_U0.data / 0.52 / 2
hold / removal: tx_U0.a1 / tx_U0.a2 / 0.34 / 0
hold reg to reg: tx_U0.a1 / tx_U0.a2 / 0.34 / 0
min in group clk0: rx_U1.r1 / rx_U1.r2 / 0.35 / 0
-- cell type report --
| cell class | count | area, um2 | share of cell area (%) |
|---|---|---|---|
| repair buffers | 7 | 70.1 | 11.5 |
| multi-input cells | 12 | 78.8 | 13.0 |
| clock buffers | 8 | 90.1 | 14.8 |
| flip-flops and latches | 12 | 302 | 49.7 |
| well taps | 50 | 62.6 | 10.3 |
| inverters | 1 | 3.75 | 0.619 |
-- timing repair --
item                       CTS  global route
setup buffers                1             0
resized                      0             1
setup endpoints to repair    1             1
-- through the flow --
stage | std cells | util [%] | power, mW | worst slack [ns]
floorplan | 25 | - | 0.614 | 0.565
global placement | 81 | 12.5 | 0.737 | 0.243
detailed placement | 81 | 12.5 | 0.742 | 0.232
CTS | 90 | 14.9 | 1.29 | 0.0319
global route | 90 | 15.0 | 1.36 | 0.114
finish | 90 | 15.0 | 1.27 | 0.168
-- cell usage after synthesis, drive strengths merged --
cell type	instances
inv	1
dfrtp	11
nor3	1
a21oi	2
nor2	3
mux2	2
dfstp	1
conb	1
nand2b	1
nor2b	2
-- logic make-up (layout without fill, tap and decap cells) --
group | count (synthesis) | after routing | synth area share, %
AND-OR/OR-AND | 2 | 2 | 2.61
buffers and inverters | 1 | 16 | 0.976
flip-flops | 12 | 12 | 78.5
multiplexers | 2 | 2 | 5.86
other | 1 | 1 | 0.976
AND/OR/NAND/NOR | 7 | 7 | 11.1
Power and IR drop assume default switching activity.
